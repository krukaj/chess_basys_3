==> ./design.v <==
module debounce(
	input wire clk,          
	input wire rst,
    input wire Btn,
    output reg Btn_pulse);
localparam INIT = 3'b000, WQ = 3'b001, SCEN_St = 3'b010, CCR = 3'b011, WFCR = 3'b100;
reg[2:0] state;
localparam max_i = 2000;  
reg[13:0] I;
always @(posedge clk)
begin
	if (rst) begin
		Btn_pulse <= 0;
		state <= INIT;
		I <= 0;
	end
	else begin
		case (state)
			INIT:
			begin
				if (Btn) state <= WQ;
				I <= 0;
			end
			WQ:
			begin
				if (!Btn) state <= INIT;
				else if (I == max_i) begin 
					state <= SCEN_St;
					Btn_pulse <= 1;
				end
				I <= I + 1;
			end
			SCEN_St:
			begin
				state <= CCR;
				Btn_pulse <= 0;
				I <= 0;
			end
			CCR:
			begin
				if (!Btn) state <= WFCR;
				I <= 0;
			end
			WFCR:
			begin
				if (Btn) state <= CCR;
				else if (I == max_i) state <= INIT;
				I <= I + 1;
			end
		endcase
	end
end
endmodule
==> ./run.sh <==
#!/bin/bash
# OpenROAD 26Q1-2900-gdf79404cd8, Yosys 0.63+post, stock flow scripts
make -C /OpenROAD-flow-scripts/flow DESIGN_CONFIG=/design/flow/config.mk WORK_HOME=/design/flow/orfs finish
==> ./config.mk <==
export PLATFORM = sky130hd
export DESIGN_NAME = debounce
export DESIGN_NICKNAME = debounce
export VERILOG_FILES = /design/flow/design.v
export SDC_FILE = /design/flow/constraint.sdc
export NUM_CORES = 4
export LEC_CHECK = 1
export CORE_AREA = 10 10 91 91
export DIE_AREA = 0 0 101 101
==> ./constraint.sdc <==
current_design debounce

set clk_period 2.6
set clk_io_pct 0.2

create_clock -name clk0 -period $clk_period [get_ports {clk}]

set non_clock_inputs [all_inputs -no_clocks]
set_input_delay [expr $clk_period * $clk_io_pct] -clock clk0 $non_clock_inputs
set_output_delay [expr $clk_period * $clk_io_pct] -clock clk0 [all_outputs]
==> results.toml <==
# implementation run metrics
[flow_run]
tool_warnings = 26
drv_cap = 0

[final_timing]
period_used_share = 0.748
slew_headroom = 0.518
worst_pin_slew_ns = 0.717
fin_setup_tns_ns = 0
setup_violations = 0
rsz0062_at_grt = "false"
finalCriticalPeriod_ns = 1.94
fmax_mhz = 514
hold_violations = 0
skew_ns = 0.00972
drv_slew = 0

[clocking]
cts_hold_buffers = 0
postCtsSetupBuffers = 0
cts_tree = "yes"
h-tree-depth = 1
path_clk_slew_ns = 0.08
cts_resized = 0
clockBufferDepth = 2
numCtsBuffers = 3
cts.sinks = 20
clock_latency_ns = 0.26
cts_root_buf = "clkbuf_8"

[yosys]
yosys.area.top_type_share = 0.369
synth_stat.cells = 124
async_flop_share = 0
syn_area_mm2 = 0.00108
syn_avg_cell_area_um2 = 8.75
ff_type = "dfxtp_1"
ys_chip_area_mm2 = 0.00108
ys_seq_share = 0.369
ys_ff = 20
yosysTopAreaCell = "dfxtp_1"
area_leaders = "dfxtp_1 37%, a21oi_1 7.4%, buf_6 6.2%, a31oi_1 4.6%, nor2_1 3.1%"
synth_cell_types = 36
edf_count = 0
yosys_warnings = 1
synth_cells = 124

[placed_design]
dpl.hpwl_mm = 1.43
portBuffers = 3
gp_congestion = 0.795
place_inst = 196
place_area_mm2 = 0.00113

[setup_path]
r2r_setup_slack_ns = 0.79
cp.required_ns = 2.79
cp_max_fo = 6
cp-start-kind = "input pin"
crit_start = "Btn"
setup.worst_path.end_class = "flip-flop"
r2r.worst_path.cells = 4
rr_endpoint = "I[13]"
r2r-start = "I[3]"
critical_path_class = "in -> reg"
arrival_ns = 2.13

[detailed_routing]
vias = 931
antenna_left = 0
routed_via_density = 4.66
wl_mm = 2.17
firstDrtPassIters = 4
wl_per_cell_um = 10.8
drc = 0
drtIter0Drc = 60
antenna_cells_inserted = 0

[global_routing]
use_met2 = 0.0654
use_met3 = 0.0111
grt_first_pass_wirelength_mm = 3.71
grt_antenna_before_repair = 0
grt.busiest_layer = "met2"
grt_max_degree = 18
grt_pass1_vias = 830
grt-ovfl-total = 0
met1_usage = 0.0567
grtUsageTotal = 0.0419

[pwr]
p_leak_nw = 0.370
worst_ir_drop_vdd_mv = 0.545
power.density_mw_per_mm2 = 553

[worst_hold_path]
whs_path_depth = 2
min_path_type = "reg -> reg"
min_to = "I[10]"
min_from = "I[10]"

[final_layout]
drive_gt1_frac = 0.0732
final_cells = 200
fin_util = 0.190
fin_area_mm2 = 0.00120
area_growth_pct = 11.0

[floorplan]
fp-row-count = 29
io_pins = 4
core_area_mm2 = 0.00635
die_w_um = 101
die_h_um = 101
fp_util = 0.171
die-area_mm2 = 0.0102

[run_status]
status = "completed"
[state kept, by name, indices dropped and copies added (netlist names)]
name,count
state,5
Btn_pulse,1
I,14
[cell families (layout without fill, tap and decap cells)]
group           count (synthesis)  count (layout)  synth area share
compound gates                 41              41             0.223
fa+ha+maj                       2               2            0.0231
buf+inv                        13              12            0.0969
flops                          20              20             0.369
simple gates                   48              48             0.288
[power breakdown]
group,total [mW],switching (mW),internal (mW)
Combinational,0.0392,0.0238,0.0153
Clock,0.313,0.108,0.205
Sequential,0.313,0.00430,0.309
[area by class of cell]
class                      instances  area (um^2)
clock inverter                     1         30.0
sequential                        20          400
clock buffer                       3         41.3
fill                             681         5150
multi-input combinational         91          579
tap                               77         96.3
inverter                           3         11.3
timing repair buffer               5         45.0
[per-layer routing]
layer / vias up / wire [um]
li1: 468 / -
met3: 2 / 123
met4: 0 / 14
met5: - / 0
met1: 438 / 1100
met2: 23 / 926
[through the flow]
step | hold WS [ns] | total power, mW | setup WS (ns)
floorplan | 0.439 | 0.352 | 1.12
detailed placement | 0.489 | 0.360 | 0.466
finish | 0.497 | 0.666 | 0.656
global placement | 0.478 | 0.360 | 0.499
CTS | 0.502 | 0.674 | 0.687
global route | 0.527 | 0.693 | 0.559
[worst max-delay path, stage by stage]
cell and delay (ns):
clkdlybuf4s50_1 0.54, nor4bb_1 0.36, nand4_1 0.19, or3b_1 0.38, a31oi_1 0.15
[cells in the final DEF, fill, tap and decap left out, drive strengths merged, types with 3 or more instances in the layout]
cell / netlist / layout
a211oi: 3 / 3
a21oi: 16 / 16
a31oi: 8 / 8
clkbuf: 3 / 3
clkdlybuf4s50: 0 / 3
dfxtp: 20 / 20
inv: 3 / 3
nand2: 5 / 5
nand3: 4 / 4
nand4: 5 / 5
nor2: 9 / 9
nor3b: 4 / 4
o21ai: 8 / 8
or3: 4 / 4
[worst max path at each step]
stage | to | slack, ns
6_report | Btn_pulse | 0.66
4_1_cts | Btn_pulse | 0.69
5_1_grt | Btn_pulse | 0.56
[Yosys cell counts (2+ instances only)]
master,n
dfxtp_1,20
a21oi_1,16
nor2_1,9
a31oi_1,8
buf_6,6
o21ai_0,6
nand4_1,5
nand2_1,4
nand3_1,4
nor3b_1,4
or3_1,4
a211oi_1,3
inv_1,3
a41oi_1,2
and3_1,2
and4_1,2
clkbuf_1,2
ha_1,2
nor3_1,2
o211ai_1,2
o21ai_1,2
or4_1,2
Power figures rest on the tool's default switching activity, not on a simulated workload.
